## design/flow/design.v

```verilog
module agc(
	input clk, RESETn,
	input [3:0] amplified_signal,
	input overload,
	input ext_or_int,
	output wire [63:0] vga_control,
	output wire [5:0] gain_array_out,
	output wire done_out
	);
reg indicator;
reg [3:0] counter1;
reg [7:0] counter2;
reg last_adjust;
wire [5:0] gain_array;
wire counter1_mode;			 
wire counter2_mode;
wire [7:0] target_counter2;
wire detect_mode;			 
wire adjust_pos_edge;
wire adjust;
wire up_dn;
wire bs_done;
wire done;
wire internal_overload;
assign adjust_pos_edge = adjust && !last_adjust;
assign done = bs_done;
assign internal_overload = (ext_or_int ? overload : (&amplified_signal));
assign target_counter2 = 8'd160;		 
assign gain_array_out = gain_array;
assign done_out = done;
assign vga_control = {64{1'b1}};		 
gain_binary_search gbs(
	.clk       (clk),
	.RESETn    (RESETn),
	.adjust    (adjust_pos_edge),
	.up_dn     (up_dn),
	.gain_array(gain_array),
	.done      (bs_done)
	);
agc_controller agcc(
	.clk                  (clk),
	.RESETn               (RESETn),
	.counter1             (counter1),
	.counter2             (counter2),
	.target_counter2	  (target_counter2),
	.indicator            (indicator),
	.done                 (bs_done),
	.counter1_mode        (counter1_mode),
	.counter2_mode        (counter2_mode),
	.detect_mode          (detect_mode),
	.adjust               (adjust),
	.up_dn                (up_dn)
	);
always @(posedge clk) begin : proc_counters
	if(~RESETn) begin
		counter1 <= 4'b0;
		counter2 <= 8'b0;
		indicator <= 1'b0;
		last_adjust <= 1'b0;
	end else begin
		counter1 <= (counter1_mode ? counter1 + 1 : 4'b0);
		counter2 <= (counter2_mode ? counter2 + 1 : 8'b0);
		indicator <= (detect_mode ? (indicator || internal_overload) : 0);
		last_adjust <= adjust;
	end
end
endmodule  
module agc_controller(
	input clk,
	input RESETn,
	input [3:0] counter1,
	input [7:0] counter2,
	input [7:0] target_counter2,
	input indicator,
	input done,
	output reg counter1_mode,
	output reg counter2_mode,
	output reg detect_mode,
	output reg adjust,
	output reg up_dn
	);
localparam s_reset = 2'b00,
		   s_detect = 2'b01,
		   s_adjust = 2'b10,
		   s_done = 2'b11;
reg [1:0] state;
reg [1:0] next_state;
always @(*) begin: next_state_logic
	next_state = state;
	case(state)
		s_reset: begin
			next_state = s_detect;
		end
		s_detect: begin
			if(done)
				next_state = s_done;
			else if(counter1 == 4'b1111)
				next_state = s_adjust;
		end
		s_adjust: begin
			if(done)
				next_state = s_done;
			else if(counter2 == target_counter2)
				next_state = s_detect;
		end
		s_done: begin 
		end
		default: begin
			next_state = s_reset;
		end
	endcase  
end  
always @(*) begin : state_actions
	counter1_mode = 0;
	counter2_mode = 0;
	detect_mode = 0;
	adjust = 0;
	up_dn = 1;
	case(state)
		s_reset: begin
		end
		s_detect: begin 
			counter1_mode = 1;
			detect_mode = 1;
		end
		s_adjust: begin 
			counter2_mode = 1;
			adjust = 1;
			up_dn = !indicator;
		end
		s_done: begin 
		end
	endcase  
end  
always @(posedge clk) begin : next_state_assignment
	if(!RESETn) begin
		state <= s_reset;
	end else begin
		state <= next_state;
	end
end  
endmodule  
module gain_binary_search(
	input clk,
	input RESETn,
	input adjust,
	input up_dn,				 
	output reg [5:0] gain_array,
	output wire done			 
);
reg [2:0] ptr;
assign done = (&ptr);			 
always @(posedge clk) begin
	if(!RESETn) begin
		gain_array <= 6'b111111;
		ptr <= 3'b101;
	end
	else begin
		if(adjust) begin
			if(up_dn && (gain_array != 6'b111111)) begin
				gain_array[ptr] <= 0;
				gain_array[ptr+1] <= 1;
				ptr <= ptr - 1;
			end
			else if(!up_dn) begin 
				gain_array[ptr] <= 0;
				ptr <= ptr - 1;
			end
		end
	end
end
endmodule  
```

## design/flow/constraint.sdc

```tcl
current_design agc

set clk_period 3.2
set clk_io_pct 0.2

create_clock -name clk0 -period $clk_period [get_ports {clk}]

set non_clock_inputs [all_inputs -no_clocks]
set_input_delay [expr $clk_period * $clk_io_pct] -clock clk0 $non_clock_inputs
set_output_delay [expr $clk_period * $clk_io_pct] -clock clk0 [all_outputs]
```

## design/flow/config.mk

```make
export PLATFORM = sky130hd
export DESIGN_NAME = agc
export DESIGN_NICKNAME = agc
export VERILOG_FILES = /design/flow/design.v
export SDC_FILE = /design/flow/constraint.sdc
export NUM_CORES = 4
export LEC_CHECK = 1
export CORE_AREA = 10 10 90 90
export DIE_AREA = 0 0 100 100
```

## design/flow/run.sh

```bash
#!/bin/bash
# OpenROAD 26Q1-2900-gdf79404cd8, Yosys 0.63+post, stock flow scripts
make -C /OpenROAD-flow-scripts/flow DESIGN_CONFIG=/design/flow/config.mk WORK_HOME=/design/flow/orfs finish
```

==> changes_impl.md <==
## Implementation

- Number of enable flip-flop cells: 0
- Total of warnings raised by yosys: 3
- TritonCTS clock tree: built
- # Max-Cap Violations: 0
- Relative max-transition margin: 63.97%
- Data required, critical path: 3.37 ns
- Cell types occupying the most area after synthesis: sky130_fd_sc_hd__dfxtp_1 (30%), sky130_fd_sc_hd__buf_4 (27%), sky130_fd_sc_hd__ha_1 (8.3%), sky130_fd_sc_hd__xor2_1 (3.4%), sky130_fd_sc_hd__inv_1 (2.9%)
- Die width: 100 um
- Top Layout Cells: sky130_fd_sc_hd__conb_1 (64), sky130_fd_sc_hd__dfxtp_1 (27), sky130_fd_sc_hd__inv_1 (14), sky130_fd_sc_hd__nor2_1 (14), sky130_fd_sc_hd__clkdlybuf4s50_1 (14)
- Net Sw Frac: 23.99%
- Hold-critical path depth: 1
- Total of buffers placed on input and output ports: 14
- Combinational Power Share: 8.7%
- Worst Min Path Start: counter1[0]
- Aggregate global routing overflow: 0
- Clock slew at reported path FFs: 0.09 ns
- R2r setup slk: 0.82 ns
- Total negative slack for setup checks: 0 ns
- Actual transition at the worst max-transition pin: 0.5347 ns
- Most frequent standard cell in the layout excluding fill and tap cells: sky130_fd_sc_hd__conb_1
- Destination of the worst hold path: counter1[0]
- Tool warnings: 32
- Count of endpoints failing hold in the final timing report: 0
- Synthesized area per cell: 8.662 um2
- Fillers: 632
- Drt pass-1 iters: 4
- Number of buffers added by the clock tree synthesis step: 3
- FF+latch count, synth: 27
- Synth top area share: 30.00%
- CTS root buffer: sky130_fd_sc_hd__clkbuf_8
- Cell type group with the largest total delay on the critical path: simple AND/OR/NAND/NOR gates
- Die extent in y: about 100 um
- Chip area in the Yosys report: 1802 um2
- Pwr Density: 324.9 nW/um2
- Launching point of the worst reg2reg path: gbs.ptr[0]
- Worst path arrival time: roughly 2.6 ns
- GRT Util Overall: roughly 6.6%
- Core Box Area: 6277 um2
- Commonest flop: sky130_fd_sc_hd__dfxtp_1
- Vias in the first global route: 1267
- Final min period: 2.378 ns
- Maximum resistive drop on vdd: between 0.00015 and 0.0002 V
- Hold-fix buffer count after cts: 0
- Net load switching power: between 100 and 150 uW
- Detail-routed via count per cell: between 3 and 4
- Final wirelength: around 3.4 mm
- Path class of the lowest-slack min-delay path: flip-flop to flip-flop
- Detail Route Antenna Nets: 0
- Status: completed
- Synthesized area: 1802 um2
- Number of pins with negative max-slew slack in the final report: 0
- Max Clk Rate: ~420 MHz
- Combined buffer and inverter count along the critical path: 2
- Sink count of the clock tree: 27
- Fraction of layout instances using a drive strength above 1: 3.571%
- Yosys Instances: 208
- Last weighted congestion value of the routability-driven placer: 0.8390
- Placed Cells incl. Taps: a little under 300
- Antenna cell count: 0
- Total internal power: 454.0 uW
- Number of cells traversed by the worst register-to-register path: 8
- Post-Route Skew: 0.004041 ns
- Antenna violations before repair: 0
- Remaining design rule violation count: 0
- Share of power burned in the clock network: 32.6%
- Global-route wire length before repair: 5.658 mm
- Area growth from synthesis to layout: 2.014%
- Post-route cell area: 1838 um2
- Final Instance Count excl. Fillers: roughly 300
- Proportion of synthesized flip-flops having asynchronous set or reset: 0%
- Post-Syn Instances: 208
- Quantity of gates resized following cts: 0
- Deepest level of the CTS H-tree: 1
- Total vias in the final route: 1194
- Unrepaired setup endpoints after global routing: false
- Max Root-Sink Buffers: 2
- Final setup violation count: 0
- Cell row count: 29
- Yosys top cell by area: sky130_fd_sc_hd__dfxtp_1
- Boundary pin count: 79
- Starting Density: 28.70%
- Startpoint type of the worst setup path: flip-flop
- Maximum number of pins on one net before global-route repair: 17
- Worst skew pair latency: 0.27 ns
- Crit path kind: flip-flop to flip-flop
- Leak pwr: 0.8368 nW
- Critical path's slowest cell: sky130_fd_sc_hd__or4_1
- Number of unique standard cell types used by synthesis: 37
- Power share of the sequential group: 58.7%
- Critical Path End Type: flip-flop
- Largest stage delay on the critical path: 0.46 ns
- Placed wire-length estimate after detailed placement: 2.858 mm
- Die Outline Area: 10000 um2
- Cells along the critical path: inv_1 > ha_1 > nor3_1 > ha_1 > inv_1 > nand2_1 > or4_1 > o311ai_0
- Post-Place Cell Area: 1789 um2
- End of the worst register-to-register path: gbs.gain_array[0]
- # Post-CTS Setup Buffers: 0
- Sequential fraction of the synthesis area: 30.00%
- Top fanout value on the critical path: 8
- Crit share post-route: between 70% and 80%
- Post-DR wirelength/cell: about 11 um
- First-iteration detailed-routing DRC count: 27
[power groups by stage]
| stage | combinational (mW) | clock [mW] | sequential, mW |
|---|---|---|---|
| after CTS | 0.0549 | 0.200 | 0.351 |
| after global routing | 0.0627 | 0.216 | 0.352 |
| final | 0.0521 | 0.195 | 0.351 |
[worst reg2reg max path, delay by kind of cell, from the launching register on]
family	cells	cell delay [ns]
AOI/OAI and AO/OA	1	0.26
DFF	1	0.43
and+or+nand+nor	3	0.69
buffers and inverters	2	0.26
adders and majority gates	2	0.64
[area by class of cell]
type	instances	area, um2	share of cell area, %
Timing Repair Buffer	14	140.1	7.624
Multi-Input combinational cell	164	955.9	52.01
Inverter	15	56.30	3.063
Tap cell	77	96.34	5.242
Clock buffer	3	41.29	2.246
Sequential cell	27	540.5	29.41
Clock inverter	1	7.507	0.4084
[worst max path at each step]
| stage | startpoint | end | slack, ns | depth (start not counted) |
|---|---|---|---|---|
| CTS | gbs.ptr[0] | gbs.gain_array[0] | 0.80 | 8 |
| global route | gbs.ptr[0] | gbs.gain_array[0] | 0.65 | 8 |
| finish | gbs.ptr[0] | gbs.gain_array[0] | 0.82 | 8 |
[cell families after synthesis]
logic type | Yosys count | share of synthesized area, %
flip-flops | 27 | 30.00
XOR/XNOR | 12 | 5.833
AND/OR/NAND/NOR | 53 | 16.11
other | 1 | 0.2081
adder cells (fa/ha/maj) | 12 | 8.333
buffers and inverters | 80 | 30.07
AND-OR/OR-AND | 23 | 9.444
[state kept, by name, summed over array words and instances, names as in the netlist]
signal          cells
agcc.state          4
counter1            4
counter2            8
gbs.gain_array      6
gbs.ptr             3
indicator           1
last_adjust         1
[per-layer routing]
layer	track usage, %	vias up	part of all wire (%)
li1	-	604	-
met1	8.427	556	45
met2	11.35	32	51
met3	1.735	2	3.8
met4	0.5435	0	0.18
met5	0	-	0
[Yosys cell counts, drive strengths merged (2+ instances only)]
cell type  count
o211ai         2
nand2          8
or4            4
o21a           2
nand4          4
dfxtp         27
ha            12
a221o          3
buf           65
nor3           2
a211oi         2
nand3          9
xor2           7
nor4           2
xnor2          5
o21ai          4
a21oi          5
nor2          14
inv           14
and3           4
[through the flow]
stage	power [mW]	utilization, %	setup WS (ns)	hold WS, ns
after CTS	0.6061	29.28	0.8041	0.4560
after detailed placement	0.4133	28.50	0.6778	0.4421
after floorplan	0.4423	-	0.9958	0.4175
final	0.5972	29.28	0.8216	0.4527
after global routing	0.6306	29.28	0.6528	0.4786
after global placement	0.4133	28.50	0.7120	0.4342
Power is estimated from default activity; no workload was simulated.
