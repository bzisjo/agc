File: flow/run.sh
#!/bin/bash
# OpenROAD 26Q1-2900-gdf79404cd8, Yosys 0.63+post, stock flow scripts
make -C /OpenROAD-flow-scripts/flow DESIGN_CONFIG=/design/flow/config.mk WORK_HOME=/design/flow/orfs finish
File: flow/config.mk
export PLATFORM = sky130hd
export DESIGN_NAME = mapping_function
export DESIGN_NICKNAME = mapping_function
export VERILOG_FILES = /design/flow/design.v
export SDC_FILE = /design/flow/constraint.sdc
export NUM_CORES = 4
export LEC_CHECK = 1
export CORE_AREA = 10 10 70 70
export DIE_AREA = 0 0 80 80
File: flow/constraint.sdc
current_design mapping_function

set clk_period 1.8
set clk_io_pct 0.2

create_clock -name clk0 -period $clk_period

set non_clock_inputs [all_inputs -no_clocks]
set_input_delay [expr $clk_period * $clk_io_pct] -clock clk0 $non_clock_inputs
set_output_delay [expr $clk_period * $clk_io_pct] -clock clk0 [all_outputs]
File: flow/design.v
module mapping_function(
	input [5:0] gain_array,
	output reg [4:0] vga1_control,
	output reg [3:0] vga2_control,
	output reg [3:0] vga3_control
	);
always @(*) begin : proc_mapping
	vga1_control = 5'b10010;
	vga2_control = 4'b1010;
	vga3_control = 4'b1010;
	case(gain_array)
		6'd38: begin
			vga1_control = 5'd18;
			vga2_control = 4'd10;
			vga3_control = 4'd10;
		end
		6'd37: begin
			vga1_control = 5'd17;
			vga2_control = 4'd10;
			vga3_control = 4'd10;
		end
		6'd36: begin
			vga1_control = 5'd16;
			vga2_control = 4'd10;
			vga3_control = 4'd10;
		end
		6'd35: begin
			vga1_control = 5'd15;
			vga2_control = 4'd10;
			vga3_control = 4'd10;
		end
		6'd34: begin
			vga1_control = 5'd14;
			vga2_control = 4'd10;
			vga3_control = 4'd10;
		end
		6'd33: begin
			vga1_control = 5'd13;
			vga2_control = 4'd10;
			vga3_control = 4'd10;
		end
		6'd32: begin
			vga1_control = 5'd12;
			vga2_control = 4'd10;
			vga3_control = 4'd10;
		end
		6'd31: begin
			vga1_control = 5'd11;
			vga2_control = 4'd10;
			vga3_control = 4'd10;
		end
		6'd30: begin
			vga1_control = 5'd10;
			vga2_control = 4'd10;
			vga3_control = 4'd10;
		end
		6'd29: begin
			vga1_control = 5'd9;
			vga2_control = 4'd10;
			vga3_control = 4'd10;
		end
		6'd28: begin
			vga1_control = 5'd8;
			vga2_control = 4'd10;
			vga3_control = 4'd10;
		end
		6'd27: begin
			vga1_control = 5'd7;
			vga2_control = 4'd10;
			vga3_control = 4'd10;
		end
		6'd26: begin
			vga1_control = 5'd6;
			vga2_control = 4'd10;
			vga3_control = 4'd10;
		end
		6'd25: begin
			vga1_control = 5'd5;
			vga2_control = 4'd10;
			vga3_control = 4'd10;
		end
		6'd24: begin
			vga1_control = 5'd4;
			vga2_control = 4'd10;
			vga3_control = 4'd10;
		end
		6'd23: begin
			vga1_control = 5'd3;
			vga2_control = 4'd10;
			vga3_control = 4'd10;
		end
		6'd22: begin
			vga1_control = 5'd2;
			vga2_control = 4'd10;
			vga3_control = 4'd10;
		end
		6'd21: begin
			vga1_control = 5'd1;
			vga2_control = 4'd10;
			vga3_control = 4'd10;
		end
		6'd20: begin
			vga1_control = 5'd0;
			vga2_control = 4'd10;
			vga3_control = 4'd10;
		end
		6'd19: begin
			vga1_control = 5'd0;
			vga2_control = 4'd9;
			vga3_control = 4'd10;
		end
		6'd18: begin
			vga1_control = 5'd0;
			vga2_control = 4'd8;
			vga3_control = 4'd10;
		end
		6'd17: begin
			vga1_control = 5'd0;
			vga2_control = 4'd7;
			vga3_control = 4'd10;
		end
		6'd16: begin
			vga1_control = 5'd0;
			vga2_control = 4'd6;
			vga3_control = 4'd10;
		end
		6'd15: begin
			vga1_control = 5'd0;
			vga2_control = 4'd5;
			vga3_control = 4'd10;
		end
		6'd14: begin
			vga1_control = 5'd0;
			vga2_control = 4'd4;
			vga3_control = 4'd10;
		end
		6'd13: begin
			vga1_control = 5'd0;
			vga2_control = 4'd3;
			vga3_control = 4'd10;
		end
		6'd12: begin
			vga1_control = 5'd0;
			vga2_control = 4'd2;
			vga3_control = 4'd10;
		end
		6'd11: begin
			vga1_control = 5'd0;
			vga2_control = 4'd1;
			vga3_control = 4'd10;
		end
		6'd10: begin
			vga1_control = 5'd0;
			vga2_control = 4'd0;
			vga3_control = 4'd10;
		end
		6'd9: begin
			vga1_control = 5'd0;
			vga2_control = 4'd0;
			vga3_control = 4'd9;
		end
		6'd8: begin
			vga1_control = 5'd0;
			vga2_control = 4'd0;
			vga3_control = 4'd8;
		end
		6'd7: begin
			vga1_control = 5'd0;
			vga2_control = 4'd0;
			vga3_control = 4'd7;
		end
		6'd6: begin
			vga1_control = 5'd0;
			vga2_control = 4'd0;
			vga3_control = 4'd6;
		end
		6'd5: begin
			vga1_control = 5'd0;
			vga2_control = 4'd0;
			vga3_control = 4'd5;
		end
		6'd4: begin
			vga1_control = 5'd0;
			vga2_control = 4'd0;
			vga3_control = 4'd4;
		end
		6'd3: begin
			vga1_control = 5'd0;
			vga2_control = 4'd0;
			vga3_control = 4'd3;
		end
		6'd2: begin
			vga1_control = 5'd0;
			vga2_control = 4'd0;
			vga3_control = 4'd2;
		end
		6'd1: begin
			vga1_control = 5'd0;
			vga2_control = 4'd0;
			vga3_control = 4'd1;
		end
		6'd0: begin
			vga1_control = 5'd0;
			vga2_control = 4'd0;
			vga3_control = 4'd0;
		end
		default: begin
			vga1_control = 5'b10010;
			vga2_control = 4'b1010;
			vga3_control = 4'b1010;
		end
	endcase  
end
endmodule  
==> notes.md <==
Implementation summary

The flow ran to the end, and the final reports show no timing, DRC or antenna violations. STA lists the maximum fanout along the critical path as 6. The pin slew with the least headroom to its limit is 0.188 ns. The cell-mix breakdown from Yosys lists the XOR/XNOR area share as 0.

Registers take 0 um2. The post-detailed-placement half-perimeter wirelength is 838 um. The DRC violation count after routing is 0. In this run the full chip footprint comes out at 0.00640 mm2. The number of primary I/O pins is 19.

After floorplanning, the core was divided into 21 placement rows. The synthesis report lists the Yosys warning total as 1. The final layout contains a sequential cell count of 0. The slew check shows that the tightest pin keeps a relative margin of 0.873. The die boundary width is 80 um. The global routing report lists combined usage of all routing layers as 0.0339.

Per the run report, area growth between synthesis and finish was 167%. In this run the critical path is formed by buf_4, buf_8, or3_4, clkdlybuf4s50_1. The leakage power summed over all cells is 0.000263 uW. The cell-mix breakdown from Yosys lists the adder-cell area share as 0. The report counts max-capacitance violations totalling 0. The number of antenna violations at the first check in global routing is 0. The delay of the slowest cell on the worst path is 0.41 ns. The worst-path cell with the longest stage delay is sky130_fd_sc_hd__clkdlybuf4s50_1.

The clock buffer instance count of the final layout is 0. The logs give a warning total of 33. The required time at the worst endpoint is listed as 1.44 ns. Per Yosys stat, the portion of area used by sequential elements is 0. The number of hold violations in the final report is 0. Leaving out buffers and inverters, the combinational logic in the layout accounts for 264 um2.

The element type at the critical path start is a primary input. In this run the VDD rail shows a maximum IR drop of 0.0300 mV. The via count normalized by instance count is 3.59. The number of cells in the yosys synthesis report is 40. The number of global-route vias before repair came to 387. The final setup violation count is 0.

The most critical min-delay path falls under in2out. The overflow left after global routing is 0. The wire length per cell is 10.8 um.

The share of the clock period used by the worst path is 0.975. The antenna cell count is 0. At the end of routability-driven placement, the weighted congestion stood at 0.717. The total power consumption of the routed design is 120 uW.

The floorplan-stage core utilization is 0.0681. The total count of max-transition violations in the final report is 0. The post-synthesis compound-gate area fraction is 0.355. The path type of the worst setup path is in2out.

The worst setup slack after layout is 0.0445 ns. For this run, the chip area from Yosys synthesis comes to 233 um2. Setup repair after global routing could not meet its margin everywhere. Nets still carrying antenna violations after routing amount to 0. The number of filler cells placed in the layout is 380. Of the cells placed in the final design, the portion with a size suffix greater than 1 is 0.457. In this run, the synthesized area fraction spent on and/or/nand/nor cells is recorded as 0.522.

The largest net degree at the start of global routing is 9. The first global-routing pass estimated 1840 um of wire. The total detailed-routing wirelength is 1250 um. The port buffer count is 19. Dividing the synthesized area by the synthesized cell count gives 5.82 um2. The prevailing logic family in the synthesized netlist is simple AND/OR/NAND/NOR gates. The vertical die dimension is 80 um. Power spread over the standard cell area amounts to 194 mW/mm2.

The synthesized netlist handed to floorplanning was reported with a cell count of 40. The portion of synthesized area spent on multiplexers is 0. The cell area after technology mapping is 233 um2. The tightest hold margin is 1.25 ns. The data arrival time of the worst path is 1.40 ns. The routed layout has 417 vias. The highest clock frequency the design can meet is 570 MHz. Per the synthesis report, the number of distinct cell types is 20.

The endpoint kind of the worst setup timing path is an output port. The core region is 0.00342 mm2. The routed design could run at a clock period as short as 1.76 ns. The iteration-0 DRC count of the detailed router is 35. The count of TritonRoute iterations in the first routing pass is 4. The pre-CTS setup check shows a worst slack of -0.559 ns.
## stage by stage
| stage | setup TNS [ns] | util | cells | instance area, um2 |
|---|---|---|---|---|
| 2_1_floorplan | 0 | - | 40 | 233 |
| 3_3_place_gp | -5.25 | 0.155 | 111 | 531 |
| 3_5_place_dp | -5.45 | 0.155 | 111 | 531 |
| 4_1_cts | 0 | 0.173 | 114 | 591 |
| 5_1_grt | -0.0408 | 0.182 | 116 | 621 |
| 6_report | 0 | 0.182 | 116 | 621 |
## power by group
part	switching [uW]	total (uW)	internal, uW
clock	0	0	0
sequential	0	0	0
combinational	49.5	120	70.7
## layout by cell type (no fill, tap or decap), types with 3 or more instances in the layout
| cell | instances |
|---|---|
| sky130_fd_sc_hd__buf_2 | 3 |
| sky130_fd_sc_hd__buf_6 | 4 |
| sky130_fd_sc_hd__nand2b_1 | 3 |
| sky130_fd_sc_hd__buf_4 | 12 |
| sky130_fd_sc_hd__a21oi_1 | 3 |
| sky130_fd_sc_hd__nand2_1 | 3 |
| sky130_fd_sc_hd__clkdlybuf4s50_1 | 6 |
| sky130_fd_sc_hd__dlygate4sd2_1 | 8 |
## cells in the mapped netlist
cell type	n	area, um2
sky130_fd_sc_hd__a211oi_1	1	7.51
sky130_fd_sc_hd__a21boi_0	1	7.51
sky130_fd_sc_hd__a21oi_1	5	25.0
sky130_fd_sc_hd__and3_1	1	6.26
sky130_fd_sc_hd__and3b_1	1	8.76
sky130_fd_sc_hd__buf_2	2	10.0
sky130_fd_sc_hd__buf_4	2	15.0
sky130_fd_sc_hd__inv_2	1	3.75
sky130_fd_sc_hd__nand2_1	3	11.3
sky130_fd_sc_hd__nand2b_1	4	25.0
sky130_fd_sc_hd__nand3_1	2	10.0
sky130_fd_sc_hd__nand3b_1	2	15.0
sky130_fd_sc_hd__nor2_1	3	11.3
sky130_fd_sc_hd__nor4b_1	1	8.76
sky130_fd_sc_hd__o21a_1	1	7.51
sky130_fd_sc_hd__o21ai_0	3	15.0
sky130_fd_sc_hd__o22ai_1	2	12.5
sky130_fd_sc_hd__o31ai_1	1	7.51
sky130_fd_sc_hd__or2_2	1	6.26
sky130_fd_sc_hd__or3_1	3	18.8
## what timing repair did
action                                  CTS  global route
endpoints found under the hold margin     0             0
gates resized                            46             8
pin swaps                                 6             1
gates cloned                              2             0
buffers inserted                          1             2
endpoints found under the setup margin   13             5
hold buffers                              0             0
## layer usage
layer	track usage	wire length [um]
met1	0.0396	492
met2	0.0618	624
met3	0.0102	132
met4	0.00176	0
met5	0	0
## area by class of cell
class,count,area share
inverter,1,0.00605
timing repair buffer,34,0.476
multi-input combinational,35,0.425
tap,46,0.0927
## cells by family (layout without fill, tap and decap cells)
| kind of cell | count (synthesis) | count (layout) |
|---|---|---|
| AOI/OAI and AO/OA | 14 | 14 |
| buffers and inverters | 5 | 35 |
| and+or+nand+nor | 21 | 21 |
## worst max-delay path, delay by kind of cell
kind                   cells  cell delay, ns
and+or+nand+nor            1            0.35
buffers and inverters      3            0.68
## path summary, 6_finish.rpt
path	from	end	slack (ns)	cells after the start
setup / recovery	gain_array[4]	vga3_control[3]	0.04	4
hold / removal	gain_array[1]	vga2_control[2]	1.25	4
Power is estimated from default activity; no workload was simulated.
